[/design/flow/run.sh]
#!/bin/bash
# OpenROAD 26Q1-2900-gdf79404cd8, Yosys 0.63+post, stock flow scripts
make -C /OpenROAD-flow-scripts/flow DESIGN_CONFIG=/design/flow/config.mk WORK_HOME=/design/flow/orfs finish
[/design/flow/config.mk]
export PLATFORM = sky130hd
export DESIGN_NAME = lemming
export DESIGN_NICKNAME = lemming
export VERILOG_FILES = /design/flow/design.v
export SDC_FILE = /design/flow/constraint.sdc
export NUM_CORES = 4
export LEC_CHECK = 1
export CORE_UTILIZATION = 30
[/design/flow/constraint.sdc]
current_design lemming

set clk_period 3.8
set clk_io_pct 0.2

create_clock -name clk0 -period $clk_period [get_ports {clk}]

set non_clock_inputs [all_inputs -no_clocks]
set_input_delay [expr $clk_period * $clk_io_pct] -clock clk0 $non_clock_inputs
set_output_delay [expr $clk_period * $clk_io_pct] -clock clk0 [all_outputs]
[/design/flow/design.v]
module lemming(
    input clk,
    input areset,     
    input bump_left,
    input bump_right,
    input ground,
    input dig,
    output reg walk_left,
    output reg walk_right,
    output reg aaah,
    output reg digging ); 
   integer count;
    parameter left_walking_state=3'b0,right_walking_state=3'd1,right_digging_state=3'd2,left_digging_state=3'd3,right_falling_state=3'd4,left_falling_state=3'd5,dead_state=3'd6;
    reg [2:0] ps,ns;
    always@(posedge clk,posedge areset)
        begin
       if(areset) begin
            count<=32'd0;ps<=left_walking_state;end
            else if((ps==left_falling_state)||(ps==right_falling_state)) begin count<=count+32'd1; ps<=ns;end
            else begin count<=32'd0; ps<=ns;end
    end
    always@(*)
        begin
            case(ps)
                3'd0:begin 
                    if(bump_left&&ground&&(dig==0))
                    ns<=right_walking_state;
                else if((bump_left==0)&&ground&&(dig==0))
                    ns<=left_walking_state;
                else if(dig&&ground)
                    ns<=left_digging_state;
                else if(ground==0)
                    ns<=left_falling_state;
                    else ns<=left_walking_state;
                end
                3'd1:begin 
                    if(bump_right&&ground&&(dig==0))
                    ns<=left_walking_state;
                    else if((bump_right==0)&&ground&&(dig==0))
                    ns<=right_walking_state;
                else if(dig&&(ground))
                    ns<=right_digging_state;
                else if(ground==0)
                    ns<=right_falling_state;
                    else ns<=right_walking_state;
                end
                3'd2:begin 
                if(ground==0)
                    ns<=right_falling_state;
                else
                    ns<=right_digging_state;
                end
                3'd3:begin 
                if(ground==0)
                    ns<=left_falling_state;
                else
                    ns<=left_digging_state;
                end
                  3'd4:begin 
                      if(ground==0) begin
                          ns<=right_falling_state; end
              else if(ground==1)
                             begin
                          if(count>32'd19)
                         ns<=dead_state;
                          else if(count<=32'd19)
                          ns<=right_walking_state;
                      end   
                end
                3'd5:begin 
                    if(ground==0) begin
                    ns<=left_falling_state;
                    end   
                    else if(ground==1)
                             begin
                          if(count>32'd19)
                         ns<=dead_state;
                          else if(count<=32'd19)
                          ns<=left_walking_state;
                      end              
                    end
                3'd6: ns<=dead_state;
               default:ns<=left_walking_state;
            endcase
                end
                always@(ps)
                    begin
                    case(ps)
                    left_walking_state:begin walk_left=1;walk_right=0;aaah=0;digging=0;end
                right_walking_state:begin walk_left=0;walk_right=1;aaah=0;digging=0;end
                 right_digging_state:begin walk_left=0;walk_right=0;aaah=0;digging=1;end
                 left_digging_state:begin walk_left=0;walk_right=0;aaah=0;digging=1;end
                         right_falling_state:begin walk_left=0;walk_right=0;aaah=1;digging=0;end
                         left_falling_state:begin walk_left=0;walk_right=0;aaah=1;digging=0;end
                         dead_state:begin walk_left=0;walk_right=0;aaah=0;digging=0;end
                        default:begin walk_left=1;walk_right=0;aaah=0;digging=0;end
                    endcase
                        end
endmodule
==> run summary <==
Status of the implementation.

- The CTS clock-pin slew for the worst setup and hold paths is 0.07 ns, for reference.
- The global routing report lists met1 layer usage as 23.6%.
- The critical path crosses 4 cells after its start point.
- The average size of a mapped cell is 9.01 µm², for reference.
- The I/O pin count is 10, for reference.
- The via count of the first global-routing pass was 1377.
- The logs give a warning total of 25.
- The kind of cell with the highest combined delay along the critical path is buffers and inverters.
- The detailed placer's ending HPWL is 2.81 mm, for reference.
- The proportion of layout cells with a drive suffix above 1 is 5.36%, for reference.
- After floorplanning, the core was sized to cover 0.00606 mm².
- Timing would allow up to 0.389 GHz.
- The final layout reports a setup TNS of 0 ns.
- The biggest cell delay along the critical path is 0.55 ns, for reference.
- The standard cell with the maximum stage delay on the critical path is clkdlybuf4s50_1, for reference.
- The global routing usage on met3 is 1.90%, for reference.
- The final timing report derives a shortest allowable period of 2.57 ns.
- The setup slack of the most critical reg-to-reg path is 1.80 ns, for reference.
- The synthesized instance count is 215.
- The async set-reset flop share out of synthesis is 100%, for reference.
- The first-iteration detailed-routing DRC count is 75, for reference.
- The slew at the pin closest to its max-slew limit is 0.717 ns, for reference.
- The area of combinational cells with multiple inputs is 976 µm², for reference.
- The number of cells in the yosys synthesis report is 215, for reference.
- The total wire length after detailed routing is 4.15 mm, for reference.
- The nature of the critical path startpoint is a register, for reference.
- The final global-route overflow total is 0, for reference.
- The OpenROAD report gives the critical path a required time of 3.04 ns.
- Post-route period utilization is reported as 67.7%.
- Once layout is complete, the cells apart from fillers number 299.
- The detailed-route wire length per cell is 13.9 µm, for reference.
- Setup repair after global routing left no endpoint under its margin.
- The final total power is 0.859 mW, for reference.
- The area of the die is 0.00678 mm², for reference.
- The sequential cell area is 876 µm², for reference.
- STA classifies the critical path endpoint as an output port.
- TritonCTS built the clock tree.
- The finished layout reports a core utilization of 36.0%.
- The remaining number of nets flagged by the antenna check after routing is 0, for reference.
- The longest clock path from root to sink contains 2 buffers.
- The cell area power density is 394 mW/mm², for reference.
- Looking at the clock tree report, the H-tree level count equals 2.
- The final setup violation count is 0, for reference.
- The source of the worst register-to-register timing path is count[7], for reference.
- The summed standard-cell area reported by yosys is 0.00194 mm², for reference.
- The depth of the worst register-to-register path is 4, for reference.
- The synthesized netlist contains 38 unique library cells.
- The final timing report lists a hold violation count of 0.
- The number of maximum-capacitance violations recorded for the run is 0.
- The pin count of the biggest net entering global routing is 36, for reference.
- Per the power-grid run, VDD falls by no more than 0.212 mV.
- The number of synthesized register bits is 35, for reference.
- TritonCTS reports the number of clock sinks as 35.
- In this run the worst setup path terminates at aaah.
- The launch point of the critical path was reported as ps[1].
- The most instantiated flip-flop cell in the synthesis netlist is dfrtp_1, for reference.
- The hold slack is 0.476 ns, for reference.
- The residual DRC count is 0, for reference.
- The critical-path maximum fanout is 17, for reference.
- The script extracted a total leakage power of 0.832 nW.
- In the final report, the number of pins over their slew limit comes to 0.
- The path class of the tightest hold or removal check is reg2reg.
- The flow ran to the end, and the final reports show no timing, DRC or antenna violations.
- Warnings reported by Yosys during synthesis add up to 1.
- The cell row count is 28, for reference.
- The clock arrives with 0.00659 ns of skew.
- The arrival time of data at the worst endpoint is listed as 1.81 ns.
- Before any placement, the netlist area is recorded as 0.00194 mm².
- Among logic cells in the layout, the one with the most instances is dfrtp_1.
- After detailed routing, the number of vias per cell comes to 5.38.
- The worst setup path is of the reg2out kind.
- The post-synthesis to final-layout area growth is 12.6%, for reference.
- For this design, the CTS-stage hold fixing added 0 buffers.
- Per the repair_timing log after CTS, setup buffers inserted total 0.
- The source-to-sink clock delay at the later pin of the worst-skew pair is 0.28 ns, for reference.
- Measured along the y axis, the die boundary spans 82.4 µm.
- According to the report, the first pass of detailed routing completed in 4 iterations.
- Traced cell by cell, the critical path runs through inv_1 -> nand2_1 -> inv_1 -> clkdlybuf4s50_1.
- The tree is rooted in a clkbuf_8.
- For this run, the register share of the synthesized area comes to 45.2%.
- The layer with the highest usage is met1, for reference.
- The number of buffers inserted during clock tree synthesis is 5, for reference.
- The post-synth tally of flip-flops with integrated enable is 0, for reference.
- The number of antenna diodes in the final layout is 0.
- The number of I/O port buffers is 9, for reference.
- The worst relative slew slack is 51.8%, for reference.
- In this design, the critical path's most frequently occurring cell is inv_1.
- Global routing used 13.5% of the available tracks across all layers.
- The width of the chip is 82.4 µm, for reference.
- The number of antenna violations at the first check in global routing is 0, for reference.
- The post-CTS resize count is 0, for reference.
- The count of fill cells added during filler insertion is 609, for reference.
- The initial cell density of the core is 32.0%, for reference.
- The fraction of met2 tracks used by global routing is 18.7%, for reference.
- The number of buffers and inverters on the critical path is 3.
- The wire length of the first global-routing pass is 6.91 mm, for reference.
- The endpoint identified for the worst register-to-register timing path is count[23].
- The final estimated routing congestion in global placement is 0.805, for reference.
- Per the placement report, the placed cell count is 291.
- The top cell types in the final layout, fill and taps aside, are dfrtp_1, nand2_1, a21oi_1.
- The total number of vias is 1608, for reference.
worst register-to-register path, stage by stage (launching register included):
cell     delay (ns)
dfrtp_1        0.48
nand4_1        0.14
or4_1          0.70
or4_1          0.46
a21oi_1        0.15
routing by layer:
| layer | part of all wire, % | up-vias |
|---|---|---|
| li1 | - | 823 |
| met1 | 53 | 760 |
| met2 | 43 | 23 |
| met3 | 3.2 | 2 |
| met4 | 0.41 | 0 |
| met5 | 0 | - |
power breakdown:
part	internal [mW]	leakage (nW)	total, mW	switching (mW)
combinational	0.0683	0.298	0.150	0.0814
sequential	0.391	0.483	0.413	0.0222
clock	0.166	0.0515	0.296	0.131
stage by stage:
stage / instance area [µm²] / worst slack [ns]
4_1_cts: 2180 / 1.21
2_1_floorplan: 1940 / 1.89
3_3_place_gp: 2080 / 1.55
6_report: 2180 / 1.23
3_5_place_dp: 2080 / 1.54
5_1_grt: 2180 / 1.10
cell usage after synthesis (all sizes together), types with 5 or more instances:
library cell	instances	share of area, %
a21oi	15	3.9
and4	6	2.8
clkbuf	6	1.2
dfrtp	35	45
inv	8	1.6
mux2i	5	2.6
nand2	17	3.3
nand2b	6	1.9
nand3	10	2.6
nand4	13	4.2
nor2	12	2.3
nor3	5	1.3
nor4	11	3.6
o21ai	14	3.6
or3	12	3.9
layout make-up:
class | count | area share [%]
Multi-Input combinational cell | 162 | 44.8
Tap cell | 75 | 4.30
Inverter | 8 | 1.38
Sequential cell | 35 | 40.2
Timing Repair Buffer | 11 | 4.82
Clock buffer | 8 | 4.59
sequential cells by signal, indices dropped and copies added (netlist names):
name	count
count	32
ps	3
logic make-up (layout without fill, tap and decap cells):
logic type | after synthesis | count (layout) | share of synthesized area, %
adder cells (fa/ha/maj) | 1 | 1 | 0.646
buffers and inverters | 18 | 27 | 4.39
XOR/XNOR | 8 | 8 | 3.62
flip-flops | 35 | 35 | 45.2
AND/OR/NAND/NOR | 108 | 108 | 31.4
AND-OR/OR-AND | 40 | 40 | 12.1
multiplexers | 5 | 5 | 2.58
how the worst min path moves through the flow:
| stage | startpoint | to | slack [ns] | depth (start not counted) |
|---|---|---|---|---|
| global route | count[0] | count[0] | 0.50 | 1 |
| CTS | count[0] | count[0] | 0.48 | 1 |
| finish | count[0] | count[0] | 0.48 | 1 |
Power and IR drop assume default switching activity.
